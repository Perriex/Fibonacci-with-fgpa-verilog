==> design/flow/config.mk <==
export PLATFORM = sky130hd
export DESIGN_NAME = Fib
export DESIGN_NICKNAME = Fib
export VERILOG_FILES = /design/flow/design.v
export SDC_FILE = /design/flow/constraint.sdc
export NUM_CORES = 4
export LEC_CHECK = 1
export CORE_UTILIZATION = 30
==> design/flow/constraint.sdc <==
current_design Fib

set clk_period 1.1
set clk_io_pct 0.2

create_clock -name clk0 -period $clk_period [get_ports {clk}]

set non_clock_inputs [all_inputs -no_clocks]
set_input_delay [expr $clk_period * $clk_io_pct] -clock clk0 $non_clock_inputs
set_output_delay [expr $clk_period * $clk_io_pct] -clock clk0 [all_outputs]
==> design/flow/design.v <==
module Alu (n, ts, ins, modes, dec, lt);
    input ins, modes;
    input [2:0] n, ts;
    output lt;
    output [2:0] dec;
    wire f1;
    CONE ins1(ts[1], 1'b1, ts[2], ts[0], 1'b1, ts[1], 1'b0, modes, f1);
    CONE ins2(1'b1, 1'b0, ts[2], ts[2], n[2], ins, ins, f1, dec[2]);
    CONE ins3(1'b1, 1'b0, ts[1], ts[1], n[1], ins, ins, ts[0], dec[1]);
    CONE ins4(1'b1, 1'b0, ts[0], ts[0], n[0], ins, ins, 1'b0, dec[0]);
    assign lt = f1;
endmodule
`timescale 1ps/1ps
module CONE(a0, a1, sa, b0, b1, sb, s0, s1, f);
    input a0, a1, sa, b0, b1, sb, s0, s1;
    output f;
    wire f1,f2,s2;
    assign #500 s2 = s0 | s1;
    Mux #(1) mux1(.s(sa)
    , .a(a0)
    , .b(a1)
    , .c(f1)
    );
    Mux #(1) mux2(.s(sb)
    , .a(b0)
    , .b(b1)
    , .c(f2)
    );
    Mux #(1) muxF(.s(s2)
    , .a(f1)
    , .b(f2)
    , .c(f)
    );
endmodule
`timescale 1ps/1ps
module CTWO(d0, d1, d2, d3, a0, a1, b0, b1, out);
    input d0, d1, d2, d3, a0, a1, b0, b1;
    output out;
    wire s0,s1; 
    assign #500 s1 = a1 | b1;
    assign #500 s0 = a0 & b0;
    Mux4to1 #(1) smux(.s({s1,s0})
    , .in0(d0)  
    , .in1(d1)  
    , .in2(d2) 
    , .in3(d3)  
    , .c(out)
    );
endmodule
`timescale 1ns/1ns
module Controller(clk, CLR,
                  start, lt, empty, 
                  pop, push, countUp, clr, ins, mode);
    input clk, CLR;
    input start, lt, empty;
    output pop, push, countUp, clr, ins, mode;
    wire [1:0] ps;
    CONE push_c1(.a0(start), .a1(1'b0), .sa(ps[0]), .b0(1'b1), .b1(1'b1), .sb(ps[0]), .s0(ps[1]), .s1(ps[1]), .f(push));
    assign mode = push;
    CONE clr_c1(.a0(start), .a1(1'b0), .sa(ps[0]), .b0(1'b0), .b1(1'b0), .sb(ps[0]), .s0(ps[1]), .s1(ps[1]), .f(clr));
    assign ins = clr;
    CONE pop_c1(.a0(ps[0]), .a1(1'b0), .sa(lt), .b0(1'b0), .b1(1'b1), .sb(ps[0]), .s0(ps[1]), .s1(ps[1]), .f(pop));
    CONE countUp_c1(.a0(1'b0), .a1(empty), .sa(ps[0]), .b0(1'b0), .b1(1'b0), .sb(1'b0), .s0(ps[1]), .s1(lt), .f(countUp));
    STWO ns1_s2(.d0(1'b0), .d1(ps[0]), .d2(ps[0]), .d3(ps[0]), .a0(empty), .a1(ps[1]), .b0(lt), .b1(ps[1]), .CLR(CLR), .clk(clk), .out(ps[1]));
    STWO ns0_s2(.d0(start), .d1(1'b0), .d2(empty), .d3(1'b0), .a0(ps[1]), .a1(ps[1]), .b0(ps[0]), .b1(ps[0]), .CLR(CLR), .clk(clk), .out(ps[0]));
endmodule
module Counter (clk, cntup, clr, res);
input clk, cntup, clr;
output [4:0] res;
wire [4:0] A0;
wire [4:0] B0;
genvar k;
generate for (k = 0; k <= 4; k = k + 1)
    STWO unit(res[k], 1'b1, res[k], 1'b0, A0[k], res[k], B0[k], res[k], clr, clk, res[k]);
endgenerate
wire q0q1cntup_w, q2q3_w;
CONE q0q1cntup(1'b0, 1'b0, 1'b0, 1'b0, res[1], res[0], cntup, cntup, q0q1cntup_w);
CONE q2q3(1'b0, 1'b0, 1'b0, 1'b0, res[3], res[2], 1'b1, 1'b1, q2q3_w);
assign A0 = { q2q3_w, res[2], 1'b1, res[0] ,1'b1};
assign B0 = { q0q1cntup_w, q0q1cntup_w, q0q1cntup_w, cntup, cntup};
endmodule
`timescale 1ns/1ns
module Datapath(clk, rst, cntup, pop, push, ins, modes, n, lt, empty, result);
input clk, rst, cntup, pop, push, ins, modes;
input [2:0] n;
output lt, empty;
output [4:0] result;
wire [2:0] dout, din;
Stack #(3) stack(clk, din, dout, push, pop, empty);
Alu alu(n, dout, ins, modes, din, lt);
Counter counter(clk, cntup, rst, result);
endmodule
`timescale 1ns/1ns
module Fib (clk, start, CLR, n, result);
    input clk, start, CLR;
    input [2:0] n;
    output [4:0] result;
    wire lt, empty, pop, push, countUp, clr, ins, mode;
    Controller controller(clk, CLR, start, lt, empty, pop, push, countUp, clr, ins, mode);
    Datapath datapath(clk, clr, countUp, pop, push, ins, mode, n, lt, empty, result);
endmodule
`timescale 1ns/1ns
module Mux(s, a, b, c );
	parameter n = 1;
	input s;
	input[n-1:0] a,b;
	output[n-1:0] c;	
	assign #1 c = s ? b : a;
endmodule
`timescale 1ns/1ns
module Mux4to1(s, in0, in1, in2, in3, c);
	parameter n = 1;
	input [1:0]s;
	input[n-1:0] in0, in1, in2, in3;
	output[n-1:0] c;	
	assign #2 c = s == 2'b00 ? in0
		: s == 2'b01 ? in1
		: s == 2'b10 ? in2 
		: in3
		;
endmodule
`timescale 1ns/1ns
module STWO(d0, d1, d2, d3, a0, a1, b0, b1, CLR, clk,out);
    input d0, d1, d2, d3, a0, a1, b0, b1, CLR, clk;
    output reg out;
    wire select;
    CTWO c2(   
        .d0(d0), .d1(d1), 
        .d2(d2), .d3(d3), 
        .a0(a0), .a1(a1), 
        .b0(b0), .b1(b1),
        .out(select) );
    always @(posedge clk, posedge CLR) begin
        if (CLR) begin
            out <= 1'b0;
        end
        else begin
            out <= select;
        end
    end
endmodule
`timescale 1ns/1ns
module Stack (clk, din, dout, push, pop, empty);
    parameter size = 8;
    input push, pop, clk;
    input [size-1:0] din;
    output empty;
    output reg [size-1:0] dout;
    reg [size-1:0] file[31:0];
    reg [4:0] top = 0;
    always @(posedge clk) begin
        if(push & pop) begin
            file[top - 1] <= din;
        end
        else begin
            if(push) begin
                top <= top + 1;
                file[top] <= din;
            end
            if(pop)
                top <= top - 1;
        end
    end
    assign empty = ~(top == 0);
    assign dout = file[top - 1];
endmodule
==> design/flow/run.sh <==
#!/bin/bash
# OpenROAD 26Q1-2900-gdf79404cd8, Yosys 0.63+post, stock flow scripts
make -C /OpenROAD-flow-scripts/flow DESIGN_CONFIG=/design/flow/config.mk WORK_HOME=/design/flow/orfs finish
==> flow_summary.yaml <==
# physical design summary
route:
  postRouteAntennaNets: 0
  viasPerCell: 4.86
  wl_met3_mm: 1.12
  post_drt_wl_per_cell_um: 17.9
  wl_met1_mm: 5.05
  drc: 0
  routed_wl_mm: 11.7
  routed-wl-met2_mm: 5.42
  top_layer_used: "met4"
  vias: 3178
  diodes: 0
  drtPass1Iterations: 4
  drt-initial-drc-count: 232
setup_path:
  end_kind: "register"
  critPathMaxFanout: 8
  cp-start-kind: "register"
  r2r_setup_slack_ns: -1.98
  crit_chain: "buf_6, inv_8, ha_4, buf_4, mux4_2, mux4_2, mux2i_4, buf_6, nand3_2, mux2i_4, buf_6, o21ai_4"
  cp_slowest_cell: "mux4_2"
  critPathBufInv: 5
  cp.required_ns: 1.16
  worstReg2RegStart: "datapath.stack.top[0]"
  critPathMaxStageDelay_ns: 0.51
  cp.arrival_ns: 3.14
  critPathKind: "register to register"
  crit_top_cell: "buf_6"
  crit-reg2reg-capture: "datapath.stack.file[17][2]"
  critPathTopFamily: "multiplexers"
  reg2regPathDepth: 12
floorplanning:
  dieArea_mm2: 0.0177
  num_rows: 47
  die_h_um: 133
  ios: 11
  fp_util_pct: 30.9
  coreArea_mm2: 0.0166
  die_width_um: 133
grt:
  antenna_found_initial: 0
  grt_pass1_vias: 3367
  grt_max_degree: 23
  grt_pass1_wl_mm: 18.8
  gr-usage-all-layers_pct: 15.0
  overflow: 0
place:
  placed_cell_area_mm2: 0.00615
  gp_congestion: 0.892
  dp_cells: 611
  port_buffers: 10
  place_ws_ns: -2.27
  dp_hpwl_mm: 7.64
cells_and_area:
  syn2layout_area_growth_pct: 37.9
  post-route-cell-area_mm2: 0.00710
  fin_cells: 654
  flop_area_mm2: 0.00321
  layout-drive-gt1-share_pct: 46.3
  comb_area_mm2: 0.00232
  fillers: 1398
logic_synthesis:
  yosysMostFrequentCell: "edfxtp_1"
  yosys.area_share.aoi_pct: 3.82
  area_leaders: "edfxtp_1 (59%), mux4_2 (9.2%), mux2i_1 (3.5%)"
  ys_sh_mux_pct: 15.9
  synth-area-yosys_mm2: 0.00515
  async_flop_share_pct: 6.48
  ys_types: 49
  yosysTopAreaCellShare_pct: 58.9
  ys_sh_xor_pct: 2.38
  avgSynthCellArea_um2: 14.9
  ys.flop_type: "edfxtp_1"
  top_cells_by_count: "edfxtp_1 (101), nor2_1 (40), nand2_1 (24)"
  enable_flop_cells: 101
  postSynthSeqShare_pct: 62.3
  yosys.area.top_type: "edfxtp_1"
  ys.flops: 108
  ys_sh_simple_pct: 10.1
  synthTopLogicFamily: "multiplexers"
  ys_sh_adder_pct: 1.46
  synthCells: 345
  syn_area_mm2: 0.00515
  yosys_warnings: 3
  yosys_cells: 345
clock_network:
  root_buffer: "clkbuf_16"
  cts_hold_buf: 0
  cts_max_path_buffers: 2
  clk_latency_ns: 0.35
  cts_buffers: 9
  h-tree-depth: 3
  tritoncts: "yes"
  clkTransAtPathRegs_ns: 0.07
  clkSinkCount: 108
timing:
  hold_viol: 0
  skew_ns: 0.00618
  setup_slack_ns: -1.98
  fin_crit_ns: 3.08
  slew_headroom_pct: 59.3
  whs_ns: 0.0260
  finalMaxSlewViolations: 0
  setup_violations: 213
  tightest_slew_ns: 0.609
  period_used_pct: 280
  rsz0062_at_grt: "true"
  fmax_ghz: 0.325
run:
  max_cap_violations: 0
  log.warning_count: 32
status:
  violations: "setup timing"
  status: "finished, violations left"
hold_path:
  hold_path_class: "input port to async pin"
==> worst register-to-register path: stages (launching register included) <==
cell	delay, ns
edfxtp_1	0.40
buf_6	0.14
inv_8	0.03
ha_4	0.34
buf_4	0.14
mux4_2	0.29
mux4_2	0.51
mux2i_4	0.18
buf_6	0.15
nand3_2	0.08
mux2i_4	0.27
buf_6	0.16
o21ai_4	0.10
==> worst max path at each step <==
stage / start / end / slack (ns) / depth (start not counted)
CTS: datapath.stack.top[0] / datapath.stack.file[28][2] / -1.92 / 12
global route: datapath.stack.top[0] / datapath.stack.file[18][2] / -2.11 / 10
finish: datapath.stack.top[0] / datapath.stack.file[17][2] / -1.98 / 12
==> per-stage QoR <==
stage	setup TNS [ns]	utilization [%]
5_1_grt	-337.07	42.6
3_3_place_gp	-358.54	36.9
3_5_place_dp	-366.65	36.9
6_report	-313.61	42.6
2_1_floorplan	-362.89	-
4_1_cts	-315.97	41.4
==> state kept, by name (all words and copies together) (netlist names) <==
signal,count
controller.ns1_s2.out,1
datapath.counter.genblk1.unit.out,5
datapath.stack.file,96
controller.ns0_s2.out,1
datapath.stack.top,5
==> repair_timing <==
action                                 4_1_cts  5_1_grt
setup endpoints to repair                  213      213
gates cloned                                 5        0
pin swaps                                   27       15
endpoints found under the hold margin        0        0
buffers inserted                            17        6
resized                                     57       23
==> layout by cell type (no fill, tap or decap), drive strengths merged, types with 3 or more instances in the layout <==
master | netlist | layout
buf | 18 | 85
clkbuf | 7 | 9
clkdlybuf4s50 | 0 | 10
dfrtp | 7 | 7
edfxtp | 101 | 101
ha | 6 | 6
inv | 10 | 13
mux2i | 19 | 19
mux4 | 26 | 26
nand2 | 25 | 25
nand2b | 3 | 3
nand3 | 10 | 10
nand3b | 3 | 3
nor2 | 40 | 40
nor3 | 10 | 10
nor3b | 6 | 6
nor4 | 3 | 3
o21ai | 15 | 19
or3 | 4 | 4
xnor2 | 3 | 3
xor2 | 8 | 8
==> layer usage <==
| metal | global-route usage [%] | vias to the layer above |
|---|---|---|
| li1 | - | 1496 |
| met5 | 0 | - |
| met1 | 21.6 | 1556 |
| met3 | 7.27 | 10 |
| met4 | 1.60 | 0 |
| met2 | 22.3 | 116 |
==> logic make-up after synthesis <==
logic type      count (synthesis)
compound gates                 31
xor+xnor                       11
fa+ha+maj                       6
buf+inv                        35
flops                         108
mux                            46
simple gates                  108
==> cell type report <==
type | count | area share (%)
clock buffers | 9 | 3.17
clock inverters | 6 | 0.652
inverters | 10 | 0.635
multi-input cells | 206 | 32.7
flip-flops and latches | 108 | 45.2
well taps | 220 | 3.88
repair buffers | 95 | 13.7
